==> flow/run.sh <==
#!/bin/bash
# OpenROAD 26Q1-2900-gdf79404cd8, Yosys 0.63+post, stock flow scripts
make -C /OpenROAD-flow-scripts/flow DESIGN_CONFIG=/design/flow/config.mk WORK_HOME=/design/flow/orfs finish
==> flow/design.v <==
module flag_fifo
  #(parameter int unsigned DEPTH   = 4
  , parameter int unsigned ADDR_W  = DEPTH <= 1 ? 1 : $clog2(DEPTH)
  , parameter int unsigned COUNT_W = DEPTH <= 1 ? 1 : $clog2(DEPTH + 1)
  )
  ( input var logic clk
  , input var logic rst_n
  , input var logic push
  , input var logic push_data
  , input  var logic pop
  , output var logic pop_data
  );
  logic [DEPTH -1:0]   mem;
  logic [ADDR_W -1:0]  read_addr;
  logic [ADDR_W -1:0]  write_addr;
  logic [COUNT_W -1:0] count;
  logic empty;
  logic full;
  assign empty = count == '0;
  assign full  = count == COUNT_W'(DEPTH);
  always_ff @ (posedge clk)
    if (!rst_n)             pop_data <= '0;
    else if (pop && !empty) pop_data <= mem[read_addr];
    else                    pop_data <= pop_data;
  always_ff @ (posedge clk)
    if (!rst_n)             read_addr <= '0;
    else if (pop && !empty) read_addr <= read_addr + 1'b1;
    else                    read_addr <= read_addr;
  always_ff @ (posedge clk)
    if (!rst_n)             write_addr <= '0;
    else if (push && !full) write_addr <= write_addr + 1'b1;
    else                    write_addr <= write_addr;
  always_ff @ (posedge clk)
    if (!rst_n)             count <= '0;
    else if (pop && !empty) count <= count - 1'b1;
    else if (push && !full) count <= count + 1'b1;
    else                    count <= count;
  always_ff @ (posedge clk)
    if (!rst_n)             mem             <= '0;
    else if (push && !full) mem[write_addr] <= push_data;
    else                    mem             <= mem;
endmodule
==> flow/config.mk <==
export PLATFORM = sky130hd
export DESIGN_NAME = flag_fifo
export DESIGN_NICKNAME = flag_fifo
export VERILOG_FILES = /design/flow/design.v
export SDC_FILE = /design/flow/constraint.sdc
export NUM_CORES = 4
export LEC_CHECK = 1
export CORE_AREA = 10 10 70 70
export DIE_AREA = 0 0 80 80
==> flow/constraint.sdc <==
current_design flag_fifo

set clk_period 2.2
set clk_io_pct 0.2

create_clock -name clk0 -period $clk_period [get_ports {clk}]

set non_clock_inputs [all_inputs -no_clocks]
set_input_delay [expr $clk_period * $clk_io_pct] -clock clk0 $non_clock_inputs
set_output_delay [expr $clk_period * $clk_io_pct] -clock clk0 [all_outputs]
==> results.toml <==
# yosys + openroad results
[outcome]
outcome = "completed"

[routing]
drtPass1Iterations = 4
ant_nets = 0
antenna_cells = 0
viasPerCell = 4.35
post-route-drc-count = 0
dr_total_vias = 570
initialDrtViolationCount = 12
drt-total-wl_um = 1340
avgRoutedWirePerCell_um = 10.2

[cells_and_area]
nFillCells = 361
area_growth_syn_to_layout_pct = 18.2
layout-drive-gt1-share_pct = 15.3
stdcell_count = 131
final_util_pct = 25.2

[yosys]
top_area_share_pct = 33.0
syn_area_per_cell_um2 = 9.34
syn_inst = 78
top_cells_by_area = "dfxtp_1 (33%), ha_1 (8.6%), inv_1 (5.2%)"
synth-edff-count = 0
synth.largest_area_cell = "dfxtp_1"
synth_top_flop_cell = "dfxtp_1"
numSynthFlops = 12
netlist_area_um2 = 728
ys_chip_area_um2 = 728
ys_seq_share_pct = 33.0
async_flop_share_pct = 0
yosys_cells = 78
yosysWarnings = 1
synthDistinctLibCells = 33

[sta]
worstMarginPinSlew_ns = 0.486
setup_ws_ns = 0.451
final-hold-violation-count = 0
finalClockSkew_ns = 0.00208
slew_violations = 0
period_minus_slack_ns = 1.75
setup_violations = 0
max-slew-margin-rel_pct = 67.4
fmax_mhz = 572
tns_ns = 0
rsz0062_at_grt = "no"
fin_crit_sh_pct = 79.5

[power_and_ir_drop]
ir_drop_uv = 212
leakagePower_nw = 0.330
power_density_nw_per_um2 = 840

[setup_path]
cp.arrival_ns = 1.96
cp_max_fo = 9
cp_data_required_time_ns = 2.41
cp-start-kind = "register"
crit_type = "register to register"
endpoint_kind = "register"

[die]
num_io_pins = 6
die_h_um = 80
fp-utilization_pct = 21.3
fp.dieW_um = 80
die_area_um2 = 6400
num_rows = 21
core_area_um2 = 3420

[grt]
antenna_found_initial = 0
grt_max_degree = 11
grt.overflow.total = 0
grt_use_total_pct = 4.33
grt_pass1_vias = 575
grt_pass1_wl_um = 2410

[job]
warnings = 29
drv_cap = 0

[placement]
place_inst = 128
gp_congestion = 0.782
io_buffers = 5
dp_hpwl_um = 1040
dp_worst_setup_slack_ns = 0.181

[clocking]
cts_resized = 0
path_clk_slew_ns = 0.07
clock-sinks = 12
cts_tree = "done"
root_buffer = "clkbuf_4"
post_cts_buffers = 0
cts_hold_buf = 0
clock_path_buffers = 2
clock_latency_ns = 0.27
cts_made_buffers = 3
clock_tree.htree_level_count = 1

[min_path]
hold_class = "register to register"
power breakdown:
| part | switching [mW] | internal [mW] | total, mW |
|---|---|---|---|
| clock | 0.0726 | 0.0633 | 0.136 |
| sequential | 0.0654 | 0.257 | 0.323 |
| combinational | 0.128 | 0.136 | 0.265 |
| total | 0.266 | 0.457 | 0.723 |
synthesized netlist by cell type, types with 2 or more instances:
master    instances
nand2b_1          3
mux2i_1           2
o31ai_2           2
a21oi_1           4
o311a_1           2
nand2_1           3
o21ai_0           3
o311ai_0          2
o21ai_1           2
nand3_1           3
ha_1              5
inv_1            10
dfxtp_1          12
nor2_1            5
xor2_1            2
state kept, by name, summed over array words and instances (netlist names):
signal and count:
mem 4, write_addr 2, count 3, pop_data 1, read_addr 2
final cells by class:
| class | count | area [µm²] | area share, % |
|---|---|---|---|
| clock buffers | 3 | 22.5 | 2.62 |
| inverters | 10 | 37.5 | 4.36 |
| multi-input cells | 53 | 438 | 50.9 |
| flip-flops and latches | 12 | 240 | 27.9 |
| well taps | 46 | 57.6 | 6.69 |
| repair buffers | 7 | 65.1 | 7.56 |
cells in the final DEF, fill, tap and decap left out:
cell type and instances:
nor2b_1 1, o21a_1 1, o31ai_2 2, mux2_2 1
nor2_1 5, o311ai_1 1, o311ai_0 2, or4_4 1
xor2_1 2, nor4bb_1 1, o21ai_1 2, mux4_2 1
a21oi_1 4, nand2_1 3, buf_4 2, mux2i_1 2
clkbuf_4 3, inv_1 10, dfxtp_1 12, o31ai_1 1
o311a_1 2, nand3_1 3, a31oi_1 1, nand2b_1 3
fa_1 1, a31oi_2 1, o22ai_1 1, nor3b_4 1
nor4_1 1, clkdlybuf4s50_1 5, or3b_4 1, o21ai_0 3
ha_1 5
worst max-delay path, cell delays in order (launching register included):
cell     delay [ns]
dfxtp_1        0.42
o31ai_2        0.50
fa_1           0.50
o21ai_0        0.09
nand2_1        0.07
a21oi_1        0.11
worst paths after layout:
path                                             from                    end  slack, ns  cells after the start
worst max register to register  count[0]$_SDFFE_PN0P_  count[1]$_SDFFE_PN0P_       0.45                      5
worst max-delay path            count[0]$_SDFFE_PN0P_  count[1]$_SDFFE_PN0P_       0.45                      5
worst min-delay path              mem[1]$_SDFFE_PN0P_    mem[1]$_SDFFE_PN0P_       0.48                      2
worst min register to register    mem[1]$_SDFFE_PN0P_    mem[1]$_SDFFE_PN0P_       0.48                      2
per-stage QoR:
stage                     area, µm²  power [mW]  hold WS (ns)
after floorplan                 728       0.531         0.440
after global placement          838       0.586         0.467
after detailed placement        838       0.592         0.475
after CTS                       861       0.730         0.485
after global routing            861       0.775         0.517
final                           861       0.723         0.483
logic make-up (layout without fill, tap and decap cells):
group                    after synthesis  count (layout)  synth area share [%]
AND-OR/OR-AND                         21              21                  21.5
AND/OR/NAND/NOR                       20              20                  17.5
buffers and inverters                 13              20                  6.87
flip-flops                            12              12                  33.0
adder cells (fa/ha/maj)                6               6                  11.3
multiplexers                           4               4                  7.39
XOR/XNOR                               2               2                  2.41
metal layers:
metal | routed length [µm] | part of all wire, % | vias up | GRT usage (%)
li1 | - | - | 294 | -
met1 | 641 | 48 | 266 | 5.22
met2 | 606 | 45 | 8 | 7.30
met3 | 63 | 4.7 | 2 | 1.25
met4 | 29 | 2.2 | 0 | 1.23
met5 | 0 | 0 | - | 0
Power is estimated from default activity; no workload was simulated.
